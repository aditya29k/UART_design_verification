==> /design/flow/design.v <==
module uart_tx
  #(
    parameter clock_frequency = 1000000,
    parameter baud_rate = 9600
  )
  (
    input clk, rst,
    input new_data,
    input [7:0] din,
    output reg donetx, tx
  );
  localparam clk_gen = (clock_frequency/baud_rate);
  int clk_count = 0;
  reg uart_clk = 0;
  always@(posedge clk) begin
    if(rst) begin
      clk_count <= 0;
      donetx <= 1'b0;
      tx <= 1'b1;
    end
    else begin
      if(clk_count<clk_gen/2) begin
        clk_count <= clk_count + 1;
      end
      else begin
        uart_clk <= ~uart_clk;
        clk_count <= 0;
      end
    end
  end
  typedef enum bit { idle = 1'b0, transmit = 1'b1 } state_type;
  state_type state = idle;
  reg [7:0] temp;
  int counter;
  always@(posedge uart_clk) begin
    case(state)
      idle: begin
        if(new_data) begin
          temp <= din;
          donetx <= 1'b0;
          tx <= 1'b0;
          state <= transmit;
          counter <= 0;
        end
        else begin
          state <= idle;
        end
      end
      transmit: begin
        if(counter<8) begin
          counter <= counter + 1;
          tx <= temp[counter];
          state <= transmit;
        end
        else begin
          counter <= 0;
          tx <= 1'b1;
          donetx <= 1'b1;
          state <= idle;
        end
      end
    endcase
  end
endmodule
module uart_rx
  #(
    parameter clock_frequency = 1000000,
    parameter baud_rate = 9600
  )
  (
    input clk, rst,
    input rx,
    output [7:0] dout,
    output reg donerx
  );
  localparam clk_gen = (clock_frequency/baud_rate);
  int clk_count = 0;
  reg uart_clk = 0;
  always@(posedge clk) begin
    if(rst) begin
      donerx <= 0;
      clk_count <= 0;
    end
    else begin
      if(clk_count<clk_gen/2) begin
        clk_count <= clk_count + 1;
      end
      else begin
        uart_clk <= ~uart_clk;
        clk_count <= 0;
      end
    end
  end
  typedef enum bit { detect = 1'b0, receive = 1'b1 } state_type;
  state_type state = detect;
  reg [7:0] temp;
  int count = 0;
  always@(posedge uart_clk) begin
    case(state)
      detect: begin
        if(!rx) begin
          state <= receive;
          donerx <= 0;
          temp <= 0;
          count <= 0;
        end
        else begin
          state <= detect;
        end
      end
      receive: begin
        if(count<8) begin
          temp <= {rx, temp[7:1]};
          state <= receive;
          count <= count + 1;
        end
        else begin
          state <= detect;
          donerx <= 1'b1;
          count <= 0;
        end
      end
    endcase
  end
  assign dout = temp;
endmodule
module top
  #(
    parameter clock_frequency = 1000000,
    parameter baud_rate = 9600
  )
  (
    input clk, rst,
    input new_data, rx,
    input [7:0] din,
    output tx, donetx, donerx,
    output [7:0] dout
  );
  uart_tx d1(.clk(clk), .rst(rst), .new_data(new_data), .din(din), .tx(tx), .donetx(donetx));
  uart_rx d2(.clk(clk), .rst(rst), .rx(rx), .donerx(donerx), .dout(dout));
endmodule
interface uart_intf;
  logic clk, rst;
  logic new_data;
  logic [7:0] din;
  logic donetx, tx;
  logic rx;
  logic donerx;
  logic [7:0] dout;
  logic clktx, clkrx;
endinterface
==> /design/flow/run.sh <==
#!/bin/bash
# OpenROAD 26Q1-2900-gdf79404cd8, Yosys 0.63+post, stock flow scripts
make -C /OpenROAD-flow-scripts/flow DESIGN_CONFIG=/design/flow/config.mk WORK_HOME=/design/flow/orfs finish
==> /design/flow/config.mk <==
export PLATFORM = sky130hd
export DESIGN_NAME = top
export DESIGN_NICKNAME = top
export VERILOG_FILES = /design/flow/design.v
export SDC_FILE = /design/flow/constraint.sdc
export NUM_CORES = 4
export LEC_CHECK = 1
export CORE_UTILIZATION = 50
==> /design/flow/constraint.sdc <==
current_design top

set clk_period 3.9
set clk_io_pct 0.2

create_clock -name clk0 -period $clk_period [get_ports {clk}]

set non_clock_inputs [all_inputs -no_clocks]
set_input_delay [expr $clk_period * $clk_io_pct] -clock clk0 $non_clock_inputs
set_output_delay [expr $clk_period * $clk_io_pct] -clock clk0 [all_outputs]
==> flow_summary.toml <==
# generated from flow reports
[clock_tree]
clock_latency_ns = 0.27
ctsHoldBuffers = 0
cts_buffers = 5
cts_max_level = 2
cts_resized = 0
cts_tree = "yes"
clkSlewWorstSetupHoldPaths_ns = 0.06
post-cts-setup-buffers = 0
cts_root_buf = "clkbuf_8"
clockBufferDepth = 2

[placement]
port_buffers = 10
hpwlAfterDp_mm = 5.29
dp_cells = 479
place_congestion = 0.812

[logic_synthesis]
yosysWarnings = 8
yosysSeqAreaShare_pct = 48.6
avgSynthCellArea_sq_um = 9.82
ys_sh_xor_pct = 6.53
yosys_area_sq_um = 3890
simple_gate_share_pct = 27.7
adder_share_pct = 0.644
mux_share_pct = 0
logic_family = "simple AND/OR/NAND/NOR gates"
synthCells = 396
synth.cell_area_sq_um = 3890
ys_cells = 396
synth-seq-cells = 74
yosys.cell_types.count = 37
aoi_share_pct = 11.7

[worst_setup_path]
crit_fanout = 18
critPathTopFamily = "simple AND/OR/NAND/NOR gates"
rrSetupSlack_ns = 1.56
r2r_cells = 4
cp.required_ns = 4.08
crit_arrival_ns = 2.52
reg2reg_from = "d2.clk_count[10]"
crit_chain = "nand3_2, or4_1, or4_1, a211oi_1"
timing.rr.end = "d2.clk_count[27]"
cp-start-kind = "flop"
crit_slowest_cell = "or4_1"
crit_path_end_kind = "flop"
max_stage_delay_ns = 0.81
path_buffers = 0
timing_worst_setup_path_type = "reg -> reg"
crit_top_cell = "or4_1"

[sta]
finalCritPeriodShare_pct = 60.0
tns_ns = 0
drv_slew = 0
untimed_endpoints = 89
finClkSkew_ns = 0.00196
rsz0062_at_grt = "false"
setup_viol = 0
hold_violations = 0
worst_pin_slew_ns = 0.776
unclocked_pins = 41
fin_crit_ns = 2.34
fmax_ghz = 0.427
relSlewSlack_pct = 48.1

[die]
initCoreUtil_pct = 52.8
die_w_um = 90.2
placeableCoreArea_sq_um = 7370
io_pins = 23
die_h_um = 90.2
row_count = 31
die-area_sq_um = 8130

[grt]
track_usage_pct = 20.6
grt_start_max_net_pins = 43
overflow = 0
grt_pass1_vias = 2813
antenna_found_initial = 0
grt_pass1_wl_mm = 13.3

[cells_and_area]
fillers = 654
area_delta_synth_final_pct = 5.95
drive_above_1_share_pct = 4.12
instances_no_fill = 487

[detailed_routing]
wirelength_mm = 7.65
drc = 0
num_antenna_cells = 0
firstDrtPassIters = 4
ant_nets = 0
drt-initial-drc-count = 109
vias_per_cell = 6.16
wl_per_cell_um = 15.7
vias = 2998

[hold_path]
hold_path_class = "reg -> reg"
min_path_cells = 2
holdCritStartpoint = "d2.clk_count[31]"
min_to = "d2.clk_count[31]"

[power_and_ir_drop]
peakVddDrop_uv = 279
p_per_area_nw_per_um2 = 152
leakage_nw = 1.16

[job]
warnings = 34
cap_violations = 0

[run_status]
outcome = "completed"
cells in the final DEF (no fill, tap or decap), types with 2 or more instances in the layout:
master,n
nor4_1,18
conb_1,3
xor2_1,17
buf_4,7
ha_1,2
and2_1,9
nor2_1,6
inv_1,8
or4_1,24
clkbuf_1,2
nand4_1,21
nand3_1,21
and4_1,9
xnor2_1,12
edfxtp_1,41
clkbuf_8,6
nor3b_1,2
o21ai_0,9
nor3_1,36
o31ai_1,19
a211oi_1,29
and3_1,4
or3_1,10
nand2_1,20
dfxtp_1,33
clkdlybuf4s50_1,10
cell usage after synthesis, drive strengths merged:
cell	instances	area (sq um)
a41oi	1	8.76
nand4bb	1	11.3
ha	2	25.0
edfxtp	41	1230
or4	24	180
o21a	1	7.51
nand3	22	115
and2	9	56.3
conb	2	7.51
nor4	18	113
a21boi	1	7.51
nand4	21	131
clkbuf	26	101
nor2b	1	6.26
nor2	6	22.5
o21ai	9	45.0
and4	9	78.8
xnor2	12	105
o41ai	1	8.76
a311oi	1	8.76
o2111ai	1	8.76
a211oi	29	218
and3	4	25.0
or2	1	6.26
nor3	36	180
inv	8	30.0
xor2	17	149
dfxtp	33	661
o31ai	19	143
nand2	20	75.1
nor3b	2	15.0
buf	8	45.0
or3	10	62.6
through the flow:
step	setup slack (ns)	power, mW	hold WS (ns)	instance area (sq um)	util, %
6_report	1.56	0.625	0.461	4120	55.9
5_1_grt	1.41	0.647	0.472	4120	55.9
4_1_cts	1.57	0.636	0.462	4120	55.9
3_5_place_dp	1.56	0.375	0.447	4030	54.7
3_3_place_gp	1.58	0.375	0.445	4030	54.7
2_1_floorplan	1.90	0.370	0.422	3890	-
logic make-up (layout without fill, tap and decap cells):
family,Yosys count,count (layout)
AOI/OAI and AO/OA,63,63
and+or+nand+nor,184,184
xor gates and xnor gates,29,29
other,2,3
DFF,74,74
adders and majority gates,2,2
buffers and inverters,42,33
area by class of cell:
type,instances,area [sq um],area share (%)
clock buffers,8,90.1,2.19
flip-flops and latches,74,1890,45.9
inverters,8,30.0,0.729
multi-input cells,281,1830,44.5
repair buffers,17,153,3.70
well taps,99,124,3.01
power breakdown:
group / leakage, nW / internal [mW] / switching, mW / total [mW]
combinational: 0.400 / 0.00666 / 0.0136 / 0.0202
clock: 0.0455 / 0.144 / 0.114 / 0.258
sequential: 0.711 / 0.344 / 0.00286 / 0.347
routing by layer:
metal | routed length [um] | GRT usage [%] | part of all wire (%) | up-vias
met5 | 0 | 0 | 0 | -
met4 | 95 | 2.96 | 1.2 | 0
met3 | 140 | 1.72 | 1.8 | 7
met2 | 3770 | 34.4 | 49 | 37
met1 | 3650 | 31.9 | 48 | 1425
li1 | - | - | - | 1529
registers in the layout (all words and copies together), names as in the netlist:
register	count
d2.clk_count	32
d2.count	32
d2.temp	8
d2.state	1
d2.uart_clk	1
how the worst max path moves through the flow:
stage	from	end	slack [ns]	depth (start not counted)
6_report	d2.clk_count[10]	d2.clk_count[27]	1.56	4
5_1_grt	d2.clk_count[10]	d2.clk_count[27]	1.41	4
4_1_cts	d2.clk_count[10]	d2.clk_count[27]	1.57	4
worst register-to-register path, delay by kind of cell (launching register included):
kind / cells / cell delay (ns)
flops: 1 / 0.47
simple gates: 3 / 1.55
compound gates: 1 / 0.23
Power figures rest on the tool's default switching activity, not on a simulated workload.
